===== design/flow/config.mk =====
export PLATFORM = sky130hd
export DESIGN_NAME = adc128s052_dri_8ch
export DESIGN_NICKNAME = adc128s052_dri_8ch
export VERILOG_FILES = /design/flow/design.v
export SDC_FILE = /design/flow/constraint.sdc
export NUM_CORES = 4
export LEC_CHECK = 1
export CORE_UTILIZATION = 30

===== design/flow/run.sh =====
#!/bin/bash
# OpenROAD 26Q1-2900-gdf79404cd8, Yosys 0.63+post, stock flow scripts
make -C /OpenROAD-flow-scripts/flow DESIGN_CONFIG=/design/flow/config.mk WORK_HOME=/design/flow/orfs finish

===== design/flow/constraint.sdc =====
current_design adc128s052_dri_8ch

set clk_period 3.8
set clk_io_pct 0.2

create_clock -name clk0 -period $clk_period [get_ports {clk}]

set non_clock_inputs [all_inputs -no_clocks]
set_input_delay [expr $clk_period * $clk_io_pct] -clock clk0 $non_clock_inputs
set_output_delay [expr $clk_period * $clk_io_pct] -clock clk0 [all_outputs]

===== design/flow/design.v =====
module adc128s052_dri_8ch(
	input	wire			clk		,  
	input	wire			rst_n	,
	input	wire			start	,  
	output	wire			dout	,
	output	wire			sclk	,
	input	wire			din		,
	output	wire			cs		,  
	output	wire			done	,  
	output	wire	[2:0]	channel	,  
	output	reg		[15:0]	data	
);
	parameter CNT_MAX	=	9'd32	;
	reg					r_cs		;
	reg					r_dout		;
	reg					r_sclk		;
	reg		[ 8:0]		cnt			;  
	reg		[15:0]		t_data		;  
	reg		[ 2:0]		cnt_channel	;
	reg		[ 1:0]		channel_d	;
	assign cs 		= 	r_cs		;
	assign sclk 	= 	r_sclk		;
	assign dout 	= 	r_dout		;
	assign done		= 	(cnt == CNT_MAX) ? 1'b1 : 1'b0;	 
	assign channel	=	cnt_channel	;
	always@(posedge clk or negedge rst_n) begin
		if(!rst_n)
			r_cs <= 1'b1;
		else if(start)
			r_cs <= 1'b0;
		else
			r_cs <= r_cs;
	end
	always@(posedge clk or negedge rst_n) begin
		if(!rst_n)
			cnt <= 'd0;
		else if(!r_cs) begin
			if(cnt == CNT_MAX)
				cnt <= 'd1;
			else
				cnt <= cnt + 1'b1;
		end else
			cnt <= 'd0;
	end
	always@(posedge clk or negedge rst_n) begin
		if(!rst_n)
			channel_d <= 2'd0;
		else
			channel_d <= {channel_d[0], done};
	end
	always@(posedge clk or negedge rst_n) begin
		if(!rst_n)
			cnt_channel <= 'd0;
		else if(channel_d[1])
			cnt_channel <= cnt_channel + 1'b1;
		else
			cnt_channel <= cnt_channel;
	end
	always@(posedge clk or negedge rst_n) begin
		if(!rst_n)
			data <= 16'h5a5a;
		else if(done)
			data <= t_data;
		else
			data <= data;
	end
	always@(posedge clk or negedge rst_n) begin
		if(!rst_n) begin
			r_sclk <= 1'b1;
			r_dout <= 1'b1;
		end
		else if(!cs) begin
			case(cnt)
				'd0 : r_sclk <= 1'b1;
				'd1 : r_sclk <= 1'b0;   
				'd2 : begin
					r_sclk <= 1'b1;
					t_data[15] <= 1'b0;
				end
				'd3 : r_sclk <= 1'b0;   
				'd4 : begin
					r_sclk <= 1'b1;
					t_data[14] <= 1'b0;
				end
				'd5 : begin
					r_sclk <= 1'b0;     
					r_dout <= cnt_channel[2];
				end
				'd6 : begin
					r_sclk <= 1'b1;
					t_data[13] <= 1'b0;
				end
				'd7 : begin
					r_sclk <= 1'b0;     
					r_dout <= cnt_channel[1];
				end
				'd8 : begin
					r_sclk <= 1'b1;
					t_data[12] <= 1'b0;
				end
				'd9 : begin
					r_sclk <= 1'b0;     
					r_dout <= cnt_channel[0];
				end
				'd10: begin
					r_sclk <= 1'b1;
					t_data[11] <= din;
				end
				'd11: r_sclk <= 1'b0;   
				'd12: begin
					r_sclk <= 1'b1;
					t_data[10] <= din;
				end
				'd13: r_sclk <= 1'b0;   
				'd14: begin
					r_sclk <= 1'b1;
					t_data[9] <= din;
				end
				'd15: r_sclk <= 1'b0;   
				'd16: begin
					r_sclk <= 1'b1;
					t_data[8] <= din;
				end
				'd17: r_sclk <= 1'b0;   
				'd18: begin
					r_sclk <= 1'b1;
					t_data[7] <= din;
				end
				'd19: r_sclk <= 1'b0;   
				'd20: begin
					r_sclk <= 1'b1;
					t_data[6] <= din;
				end
				'd21: r_sclk <= 1'b0;   
				'd22: begin
					r_sclk <= 1'b1;
					t_data[5] <= din;
				end
				'd23: r_sclk <= 1'b0;   
				'd24: begin
					r_sclk <= 1'b1;
					t_data[4] <= din;
				end
				'd25: r_sclk <= 1'b0;   
				'd26: begin
					r_sclk <= 1'b1;
					t_data[3] <= din;
				end
				'd27: r_sclk <= 1'b0;   
				'd28: begin
					r_sclk <= 1'b1;
					t_data[2] <= din;
				end
				'd29: r_sclk <= 1'b0;   
				'd30: begin
					r_sclk <= 1'b1;
					t_data[1] <= din;
				end
				'd31: r_sclk <= 1'b0;   
				'd32: begin
					r_sclk <= 1'b1;   
					t_data[0] <= din;
				end
				default : r_sclk <= 1'b1;
			endcase
		end	else begin
			r_sclk <= 1'b1;
			r_dout <= 1'b1;
		end
	end
endmodule

==> deck_impl_summary.md <==
Implementation Results

Status
  – Status: complete, no violations

Die
  – Top Ports: 27
  – Core Region: between 5000 and 6000 um^2
  – FP Rows: 28
  – Die Footprint: approximately 6500 um^2
  – Die Height: slightly above 80 um
  – Die x size: around 80 um
  – FP Util: 31.3%

Hold path
  – Hold path startpoint: channel_d[0]$_DFF_PN0_
  – Worst min-delay path category: reg2reg
  – Min-Delay Endpoint: channel_d[1]$_DFF_PN0_
  – Hold depth: 0

Yosys
  – Post-synth top flop: dfrtp_1
  – Xor/xnor share: between 4 and 5%
  – Post-synth EDFFs: 12
  – Mean Syn Cell Area: around 11 um^2
  – AND-OR/OR-AND Cells, Area Fraction: between 1.5 and 2%
  – Seq share, synth: around three fifths
  – Mux area share: 1.21%
  – YS chip area: around 1900 um^2
  – Adder Share, Synth: about 3.4%
  – Registers, synthesis: 42
  – Post-synthesis instance total: roughly 170
  – Synthesized area: approximately 1900 um^2
  – Post-synthesis cell type count: 37
  – Async set-reset flop share out of synthesis: 71.4%
  – Main logic family: simple AND/OR/NAND/NOR gates
  – Simple share: about 24%
  – Yosys cell count: 172
  – Synth warn: 1

Clocking
  – Clock slew at reported path FFs: 0.09 ns
  – Clock Sinks: ~42
  – # H-tree levels: 2
  – Worst skew pair latency: roughly 0.30 ns
  – Number of CTS-inserted buffers: 5
  – Setup repair bufs after CTS: 0
  – CTS tree: yes
  – Root buffer cell: clkbuf_8
  – Hold_buf cts: 0
  – Max clock buf depth: 2
  – Post-CTS resize count: 0

Job
  – Max_cap viols: 0
  – OpenROAD warning count: 28

Critical path
  – Max incr delay on CP: about 0.53 ns
  – CP required: about 3 ns
  – Worst reg2reg path depth: 4
  – Crit start category: register
  – Top Family by Delay on Critical Path: simple AND/OR/NAND/NOR gates
  – Reg-to-Reg Start: cnt[2]$_DFF_PN0_
  – Nature of the critical path endpoint: primary output
  – CP Max Fanout: 14
  – Reg2reg setup slack: around 1.9 ns
  – Reg2reg end: t_data[0]$_DFFE_PP_
  – CP Cell Sequence: or2_2 > nor4_2 > clkdlybuf4s50_1
  – Crit Path Category: reg2out
  – Slowest CP cell: dfrtp_1
  – Critical Path AT: between 2 and 2.5 ns
  – Buffers and inverters on the worst path: 1

Final timing
  – Unrepaired setup endpoints after global routing: false
  – Final Critical Period: 2.81 ns
  – Cycle use final: between 70% and 80%
  – Final setup TNS: 0 ns
  – Final hold vios: 0
  – Max Fclk: 355 MHz
  – Slew Limit Fails: 0
  – Setup violators final: 0
  – Fin Clk Skew: ~0.0076 ns
  – Hold Slack: approximately 0.37 ns

Detailed routing
  – Drc violations: 0
  – N_diodes: 0
  – Routed len/inst: between 10 and 15 um
  – Via-to-Cell Ratio: 4.39
  – First-pass iteration count of the detailed router: 4
  – Total Wirelength: 3.25 mm
  – Vias: between 1000 and 1500
  – Iteration-0 DRC Markers: between 40 and 50
  – Antenna Nets Post-Route: 0

Placed design
  – HPWL Detailed: between 2 and 2.5 mm
  – I/O Buffers: 24
  – GP Congestion: approximately 0.8

Pwr
  – VDD IR max: ~160 uV
  – Leakage: approximately 0.94 nW
  – Pwr/cell area: between 300 and 400 nW/um^2

Finish
  – Fillers: around 580
  – Share of cells above drive strength 1: ~15%
  – Area grow syn2layout: 20.2%

GRT
  – Vias in the first global route: between 1000 and 1500
  – First-pass GRT wire length: ~5.6 mm
  – GRT Util Overall: roughly 11%
  – Initial antenna violation count: 0
  – Largest net degree at the start of global routing: 18
  – Gr ovfl total: 0
## routing by layer
metal	up-vias	routed length, um	track usage, %
met3	5	180	2.39
met1	552	1610	17.6
li1	607	-	-
met5	-	0	0
met2	26	1420	17.4
met4	0	35	1.43
## sequential cells by signal, summed over array words and instances (netlist names)
register,flops
data,13
t_data,12
cnt,9
cnt_channel,3
channel_d,2
r_cs,1
r_dout,1
r_sclk,1
## Yosys cell counts (3+ instances only)
cell type / number / area, um^2
nand3b_1: 3 / 22.5
nand2b_1: 3 / 18.8
ha_1: 5 / 62.6
edfxtp_1: 12 / 360
buf_4: 3 / 22.5
nand4_1: 4 / 25.0
xor2_1: 7 / 61.3
dfstp_2: 10 / 263
dfrtp_1: 20 / 500
clkbuf_1: 5 / 18.8
nor2b_1: 3 / 18.8
nand3_1: 3 / 15.0
inv_1: 5 / 18.8
nand2_1: 42 / 158
nor2_1: 17 / 63.8
## layout by cell type (no fill, tap or decap), types with 3 or more instances in the layout
master / Yosys / routed
nand2_1: 42 / 42
clkdlybuf4s50_1: 0 / 24
dfrtp_1: 20 / 20
nor2_1: 17 / 17
edfxtp_1: 12 / 12
dfstp_2: 10 / 10
xor2_1: 7 / 7
inv_1: 5 / 5
ha_1: 5 / 5
clkbuf_8: 0 / 5
nand4_1: 4 / 4
nand2b_1: 3 / 3
nand3_1: 3 / 3
nand3b_1: 3 / 3
nor2b_1: 3 / 3
buf_4: 3 / 3
## stage by stage
stage	setup slack (ns)	cell area, um^2	instances	utilization (%)	power (mW)
2_1_floorplan	1.64	1870	173	-	0.477
3_3_place_gp	1.25	2150	263	36.1	0.489
3_5_place_dp	1.20	2150	263	36.1	0.489
4_1_cts	0.983	2240	271	37.6	0.777
5_1_grt	0.882	2240	271	37.6	0.806
6_report	0.987	2240	271	37.6	0.772
## area by class of cell
class / instances / area (um^2) / area share [%]
Sequential cell: 42 / 1120 / 50.1
Multi-Input combinational cell: 114 / 652 / 29.1
Timing Repair Buffer: 27 / 263 / 11.7
Tap cell: 75 / 93.8 / 4.19
Clock buffer: 5 / 68.8 / 3.07
Clock inverter: 3 / 21.3 / 0.949
Inverter: 5 / 18.8 / 0.838
## power by group
part	internal (mW)	leakage [nW]	switching, mW
combinational	0.00453	0.427	0.00978
sequential	0.465	0.470	0
clock	0.129	0.0441	0.164
total	0.599	0.941	0.174
## worst max path at each step
| stage | to | from | depth (start not counted) |
|---|---|---|---|
| after CTS | done | cnt[2]$_DFF_PN0_ | 3 |
| after global routing | done | cnt[2]$_DFF_PN0_ | 3 |
| final | done | cnt[2]$_DFF_PN0_ | 3 |
## logic make-up after synthesis
group / Yosys count
AOI/OAI and AO/OA: 5
and+or+nand+nor: 91
adders and majority gates: 5
muxes: 2
DFF: 42
buffers and inverters: 17
xor gates and xnor gates: 9
other: 1
Power and IR drop assume default switching activity.
